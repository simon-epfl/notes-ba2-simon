--- flow/config.mk ---
export PLATFORM = sky130hd
export DESIGN_NAME = absolute_difference_calculator
export DESIGN_NICKNAME = absolute_difference_calculator
export VERILOG_FILES = /design/flow/design.v
export SDC_FILE = /design/flow/constraint.sdc
export NUM_CORES = 4
export LEC_CHECK = 1
export CORE_AREA = 10 10 70 70
export DIE_AREA = 0 0 80 80
--- flow/constraint.sdc ---
current_design absolute_difference_calculator

set clk_period 2.6
set clk_io_pct 0.2

create_clock -name clk0 -period $clk_period

set non_clock_inputs [all_inputs -no_clocks]
set_input_delay [expr $clk_period * $clk_io_pct] -clock clk0 $non_clock_inputs
set_output_delay [expr $clk_period * $clk_io_pct] -clock clk0 [all_outputs]
--- flow/design.v ---
module absolute_difference_calculator (
    input [4:0] A, B,
    output [4:0] result
);
wire A_eq_B, A_gt_B, A_lt_B;
comparator comp(.A(A), .B(B), .A_eq_B(A_eq_B), .A_gt_B(A_gt_B), .A_lt_B(A_lt_B));
assign result = A_eq_B ? 0 : A_gt_B ? A - B : B - A;
endmodule
module comparator (
    input [4:0] A, B,
    output reg A_eq_B, A_gt_B, A_lt_B
);
reg x0, x1, x2, x3;
always @* begin
    x0 = (A[0] && B[0]) || (!A[0] && !B[0]);
    x1 = (A[1] && B[1]) || (!A[1] && !B[1]);
    x2 = (A[2] && B[2]) || (!A[2] && !B[2]);
    x3 = (A[3] && B[3]) || (!A[3] && !B[3]);
    A_eq_B = x0 && x1 && x2 && x3;
    A_gt_B = (A[3] && !B[3]) || (x3 && A[2] && !B[2]) || (x3 && x2 && A[1] && !B[1]) || (x3 && x2 && x1 && A[0] && !B[0]);
    A_lt_B = (!A[3] && B[3]) || (x3 && !A[2] && B[2]) || (x3 && x2 && !A[1] && B[1]) || (x3 && x2 && x1 && !A[0] && B[0]);
end
endmodule
--- flow/run.sh ---
#!/bin/bash
# OpenROAD 26Q1-2900-gdf79404cd8, Yosys 0.63+post, stock flow scripts
make -C /OpenROAD-flow-scripts/flow DESIGN_CONFIG=/design/flow/config.mk WORK_HOME=/design/flow/orfs finish
==> deck_impl_summary.md <==
Flow Results at a Glance

Detailed routing
  – DRT iter0 DRCs: 17
  – Avg Vias per Cell: 3.54
  – Final wirelength: 1280 µm
  – Total vias in the final route: 460
  – Per-cell routed wire length: 9.87 µm
  – ANT cells: 0
  – # DRC: 0
  – Post-route ant nets: 0
  – Iteration tally of the first detailed-router pass: 3

Floorplanning
  – Fp_density: 0.116
  – # IOs: 15
  – Row count: 21
  – Core box area: 3420 µm²
  – Die Height: 80 µm
  – Chip area: 6400 µm²
  – Die Span X: 80 µm

GRT
  – First-pass GRT wire length: 2070 µm
  – Initial antenna violation count: 0
  – Overflow after GRT: 0
  – GRT Overall Usage: 0.0370
  – Largest net degree at the start of global routing: 6
  – Vias in the first global route: 494

Synthesis
  – Unique cell types: 18
  – Yosys top cell area share: 0.253
  – Yosys Instances: 50
  – Chip area line of the yosys report: 395 µm²
  – Cell count after synthesis: 50
  – Top cells, area: ha_1 (25%), inv_1 (10%), fa_1 (10%)
  – Sequential fraction of the synthesis area: 0
  – Leading area contributor after synthesis: ha_1
  – Top cells by count, synth: inv_1 (11), ha_1 (8), a21oi_1 (4), mux2i_1 (4), nand2_1 (4)
  – Syn Area/Cell: 7.91 µm²
  – Yosys warnings: 1
  – Cell area after synthesis: 395 µm²
  – Top-count cell post-synth: inv_1

Timing
  – Unrepaired setup endpoints after global routing: true
  – Post-route clock period utilization: 1.00
  – Final setup vio count: 1
  – Least-Margin Pin Slew: 241 ps
  – Maximum clock rate: 384 MHz
  – Minimum clock period: 2610 ps
  – Slew margin rel.: 0.839
  – Final worst slack: -5.71 ps
  – Slew Limit Fails: 0
  – Final hold viol count: 0

Critical path
  – Worst Path Arrival: 2090 ps
  – CP endpoint kind: output pin
  – Crit Path Class: primary input to output pin
  – Max FO, Critical Path: 3
  – Startpoint types: primary input
  – Required @ worst endpoint: 2080 ps

Hold path
  – Hold wc startpoint: B[3]
  – Tightest Hold Check Type: primary input to output pin
  – Worst Hold Path EP: result[3]
  – Hold path depth: 5

Run
  – Count of tool warnings: 38
  – Max_cap viols: 0

Layout
  – Area grow syn2layout: 114%
  – Seq Cell Count: 0
  – Clock buf count: 0
  – Reg area: 0 µm²
  – Fillers: 375
  – Share of layout cells above drive strength 1: 0.655
  – Final Cell Area: 847 µm²

Power and ir drop
  – Tot Pwr: 0.177 mW
  – Pwr/cell area: 209 nW/µm²
  – Leakage: 0.399 nW
  – Peak VDD IR: 85.5 µV

Placement
  – Final RePlAce weighted congestion: 0.864
  – Dpl hpwl: 1010 µm
  – Placed inst area: 723 µm²
  – # port buffers: 15

Outcome
  – Failing checks: negative setup slack
  – Status: finished with violations

Clock network
  – Cts hold-fix bufs: 0
-- where the power goes --
| part | total (mW) | switching [mW] | internal (mW) | leakage [nW] |
|---|---|---|---|---|
| Clock | 0 | 0 | 0 | 0 |
| Sequential | 0 | 0 | 0 | 0 |
| Combinational | 0.177 | 0.0711 | 0.106 | 0.399 |
-- metrics by stage --
stage	setup slack [ps]	hold WS [ps]	setup TNS, ps	instances	util
after global placement	-833	2110	-3120	127	0.212
after detailed placement	-854	2130	-3160	127	0.212
after floorplan	178	1180	0	50	-
after CTS	-17.4	1550	-35.9	130	0.233
after global routing	-91.2	1570	-210	130	0.248
final	-5.71	1530	-5.71	130	0.248
-- routing by layer --
layer / track usage / part of all wire
met5: 0 / 0
met4: 0 / 0
met3: 0.00909 / 0.054
met2: 0.0578 / 0.46
met1: 0.0531 / 0.49
-- how the worst max path moves through the flow --
stage	depth (start not counted)	startpoint	end
global route	10	A[0]	result[4]
CTS	10	A[0]	result[4]
finish	10	A[0]	result[4]
-- area by class of cell --
| type | instances | area (µm²) | area share |
|---|---|---|---|
| Inverter | 11 | 48.8 | 0.0576 |
| Multi-Input combinational cell | 39 | 455 | 0.538 |
| Tap cell | 46 | 57.6 | 0.0679 |
| Timing Repair Buffer | 34 | 285 | 0.337 |
-- critical path, stage by stage --
cell and delay, ps:
buf_8 110, inv_4 40, ha_4 110, inv_2 40, fa_2 330, a21o_2 200, a221o_1 330, a21o_1 190
a21oi_2 110, buf_2 100
-- repair_timing --
action	in CTS	in global routing
pin swaps	13	13
setup buffers	4	0
gates resized	63	16
endpoints found under the setup margin	4	4
-- cell usage in the layout (no fill, tap or decap), types with 2 or more instances in the layout --
master and count:
clkdlybuf4s50_1 3, a21oi_2 3, a21o_2 2, buf_4 18
a21oi_1 2, mux2i_1 3, inv_2 4, a21o_1 3
inv_1 4, ha_1 3, ha_4 5, buf_2 5
buf_6 5, inv_4 3, fa_2 2, nand2_1 4
buf_8 2, nand3_1 3
-- cell families after synthesis --
family	Yosys count	share of synthesized area
XOR/XNOR	1	0.0222
AND/OR/NAND/NOR	12	0.180
AND-OR/OR-AND	12	0.237
multiplexers	4	0.101
buffers and inverters	11	0.104
adder cells (fa/ha/maj)	10	0.354
No activity file was given, so power comes from the tool's default toggle rates.
