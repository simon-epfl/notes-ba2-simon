$ cat run.sh
#!/bin/bash
# OpenROAD 26Q1-2900-gdf79404cd8, Yosys 0.63+post, stock flow scripts
make -C /OpenROAD-flow-scripts/flow DESIGN_CONFIG=/design/flow/config.mk WORK_HOME=/design/flow/orfs finish
$ cat config.mk
export PLATFORM = sky130hd
export DESIGN_NAME = counter
export DESIGN_NICKNAME = counter
export VERILOG_FILES = /design/flow/design.v
export SDC_FILE = /design/flow/constraint.sdc
export NUM_CORES = 4
export LEC_CHECK = 1
export CORE_AREA = 10 10 70 70
export DIE_AREA = 0 0 80 80
$ cat constraint.sdc
current_design counter

set clk_period 2.9
set clk_io_pct 0.2

create_clock -name clk0 -period $clk_period [get_ports {clk}]

set non_clock_inputs [all_inputs -no_clocks]
set_input_delay [expr $clk_period * $clk_io_pct] -clock clk0 $non_clock_inputs
set_output_delay [expr $clk_period * $clk_io_pct] -clock clk0 [all_outputs]
$ cat design.v
module counter(clk, reset, out);
input clk;
input reset;
parameter size = 12;
output reg [size-1:0] out;
reg [size-1:0] value;
always @(posedge clk) begin
    if (reset) begin
        value = 0;
    end else value <= value + 1;
end
always @* begin
    out <= value[size-1];
end
endmodule
==> summary.txt <==
Status = finished clean
GRT Resource Usage Total = 0.0344
HP Class = reg2reg
1st-pass router iterations = 3
Top cells, area = dfxtp_1 40%, buf_4 15%, a21oi_1 4.9%, nand4_4 3.5%, nand3_1 3.3%
Worst-path clk slew = 0.07 ns
Final Wtd Congestion = 0.684
Row count = 21
Setup TNS = 0 ns
Number of remaining DRC errors = 0
Met3 WL = 73 um
Chip Area, Yosys = 607 um^2
Starting Density = 0.178
Worst path required time = 2.32 ns
Largest net degree at the start of global routing = 14
CTS root buf = clkbuf_4
Max Cap Violations = 0
Worst path max stage delay = 0.48 ns
Diode count = 0
Post-CTS Setup Inserts = 0
Crit path time final = 1.68 ns
First-pass GRT wire length = 1.81 mm
Cycle use final = 0.579
Cell Area, Synth = 607 um^2
Leakage Power = 0.231 nW
Tool Warnings = 25
Layout area overhead = 9.48%
Hold buffer count at cts = 0
Gate Count Post-Synth = 67
Setup WS pre-CTS = 1.10 ns
CTS buffer count = 3
Reg2Reg Setup Slack = 1.42 ns
Flops after synth = 12
Max VDD drop = 0.414 mV
M1 wire length = 486 um
H-tree depth = 1
Final Max Slew Viols = 0
RSZ-0062 raised after global routing = no
Post-route antenna net violation count = 0
Layout cell share with drive strength beyond 1 = 0.129
Crit path max fanout = 3
Power Dens Cells = 472 nW/um^2
WL final = 979 um
DR vias = 394
Count of cell types in the netlist = 22
DP HPWL = 730 um
Initial drt markers = 3
Initial antenna violation count = 0
CP top delay family = buffers and inverters
Largest Register = value
Grt total ovfl = 0
CTS resizes = 0
Synth area leader = dfxtp_1
# Cells Yosys = 67
Core Region = 3420 um^2
Bufs on Longest Clock Path = 2
Kind of start point of the critical path = flip-flop
Crit-path cells = clkdlybuf4s50_1
Number of global-route vias before repair = 417
Post-DR vias/cell = 3.40
Final Hold Fails = 0
Die width = 80 um
Maximum clock frequency = 596 MHz
Critical path's slowest cell = clkdlybuf4s50_1
Clock skew = 0.00138 ns
Highest-count logic cell in the final layout = dfxtp_1
Clock Latency Late Sink = 0.27 ns
Top-area cell share = 0.396
Endpoint class of the critical path = output port
Kind of critical path = reg2out
Crit path buffers/inverters = 1
Top sig layer = met4
CTS tree = yes
Final setup margin = 1.22 ns
Port bufs = 2
Yosys Warn Count = 1
Largest register FFs = 12
Die ar. = 6400 um^2
CTS sink count = 12
Drt wl/cell = 8.44 um
Synthesized area per cell = 9.06 um^2
Largest regs = value (12)
Sequential fraction of the synthesis area = 0.396
Most frequent cells in the layout = 12 x dfxtp_1, 11 x conb_1, 6 x a21oi_1
DR WL met2 = 397 um
CP arrival = 1.10 ns
Die y size = 80 um
Final setup fails = 0
# IOs = 14
-- worst min-delay path: stages, from the launching register on --
cell and delay [ns]:
dfxtp_1 0.32, o31ai_1 0.06, a21oi_1 0.06
-- path summary, 6_finish.rpt --
path / from / cells past startpoint / end
setup / recovery: value[11] / 1 / out[0]
hold / removal: value[9] / 2 / value[9]
setup reg to reg: value[0] / 4 / value[10]
hold reg to reg: value[9] / 2 / value[9]
-- Yosys cell counts --
| cell type | n |
|---|---|
| buf_4 | 12 |
| dfxtp_1 | 12 |
| a21oi_1 | 6 |
| nor2_1 | 5 |
| nand3_1 | 4 |
| o21ai_0 | 4 |
| nand2_1 | 3 |
| nor2b_1 | 2 |
| o31ai_1 | 2 |
| or3_1 | 2 |
| or3_2 | 2 |
| or4_1 | 2 |
| xor2_1 | 2 |
| clkbuf_1 | 1 |
| conb_1 | 1 |
| ha_1 | 1 |
| inv_1 | 1 |
| mux2_2 | 1 |
| nand3_4 | 1 |
| nand4_4 | 1 |
| nor4_1 | 1 |
| xnor2_1 | 1 |
-- per-layer routing --
layer | vias up | GRT usage
met5 | - | 0
li1 | 215 | -
met3 | 2 | 0.0182
met4 | 0 | 0.00528
met2 | 11 | 0.0514
met1 | 166 | 0.0437
-- through the flow --
step / instance area, um^2 / hold WS [ns] / utilization / power [mW] / std cells
after floorplan: 644 / 0.450 / - / 0.194 / 77
after global placement: 628 / 0.462 / 0.184 / 0.188 / 112
after detailed placement: 628 / 0.476 / 0.184 / 0.188 / 112
after CTS: 664 / 0.487 / 0.195 / 0.320 / 116
after global routing: 664 / 0.525 / 0.195 / 0.330 / 116
final: 664 / 0.484 / 0.195 / 0.314 / 116
-- kinds of logic (layout without fill, tap and decap cells) --
family                   after synthesis  after routing  synth area share
AND/OR/NAND/NOR                       23             23             0.247
buffers and inverters                 14              7             0.161
AND-OR/OR-AND                         12             12             0.107
flip-flops                            12             12             0.396
XOR/XNOR                               3              3            0.0433
adder cells (fa/ha/maj)                1              1            0.0206
other                                  1             11           0.00618
multiplexers                           1              1            0.0186
-- cell type report --
class,instances,area [um^2]
timing repair buffer,2,20.0
sequential,12,240
tap,46,57.6
clock buffer,4,36.3
multi-input combinational,51,307
fill,383,2750
inverter,1,3.75
-- report_power, final --
part           internal, mW  total, mW  switching, mW
combinational       0.00490     0.0113        0.00642
sequential            0.168      0.173        0.00467
clock                0.0763      0.130         0.0532
total                 0.249      0.314         0.0643
No activity file was given, so power comes from the tool's default toggle rates.
